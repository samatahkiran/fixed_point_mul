### /design/flow/run.sh
#!/bin/bash
# OpenROAD 26Q1-2900-gdf79404cd8, Yosys 0.63+post, stock flow scripts
make -C /OpenROAD-flow-scripts/flow DESIGN_CONFIG=/design/flow/config.mk WORK_HOME=/design/flow/orfs finish
### /design/flow/config.mk
export PLATFORM = sky130hd
export DESIGN_NAME = fixed_point_mul
export DESIGN_NICKNAME = fixed_point_mul
export VERILOG_FILES = /design/flow/design.v
export SDC_FILE = /design/flow/constraint.sdc
export NUM_CORES = 4
export LEC_CHECK = 1
export CORE_UTILIZATION = 40
### /design/flow/constraint.sdc
current_design fixed_point_mul

set clk_period 10.9
set clk_io_pct 0.2

create_clock -name clk0 -period $clk_period [get_ports {clk}]

set non_clock_inputs [all_inputs -no_clocks]
set_input_delay [expr $clk_period * $clk_io_pct] -clock clk0 $non_clock_inputs
set_output_delay [expr $clk_period * $clk_io_pct] -clock clk0 [all_outputs]
### /design/flow/design.v
`timescale 1ns / 1ps
module fixed_point_mul#(
           parameter int_bits_A = 3,
                     frac_bits_A = 14,
                     int_bits_B = 3,
                     frac_bits_B = 14,
                     int_bits_out = 6,
                     frac_bits_out = 28,
                     intL = int_bits_A + int_bits_B,
                     fracL =  frac_bits_A + frac_bits_B
                     )(
                     input wire clk,
                     input wire rst,
                     input wire signed [int_bits_A + frac_bits_A - 1 : 0] A,
                     input wire signed [int_bits_B + frac_bits_B - 1 : 0] B,
                     output wire signed [int_bits_out + frac_bits_out - 1 : 0] product,
                     output reg overflow,
                     output reg underflow);
               reg [(intL + fracL ) : 0 ] tempprod ;
               reg sign;
               reg [( int_bits_out - 1) : 0] int_bits_outI;
               reg [( frac_bits_out - 1) : 0] frac_bits_outF;
               always @ (posedge clk) begin
                if(rst) begin
                 tempprod <= 0;
                 end else begin
                   tempprod <= $signed(A) * $signed (B);
                 end
               end 
                always @(posedge clk) begin
                  if(rst) begin
                        frac_bits_outF <= 0;
                    end else begin
                      if( frac_bits_out > fracL ) begin
                         frac_bits_outF <= {tempprod[fracL - 1 :0] , {( frac_bits_out - fracL){1'b0}}};
                      end else  begin 
                          frac_bits_outF <= tempprod[(fracL - 1) : (fracL - frac_bits_out)];
                       end
                   end
                   end
               always @(posedge clk) begin
                      if (rst) begin
                          sign <= 0;
                      end else begin
                           sign <= A[int_bits_A + frac_bits_A - 1] ^ B[int_bits_B + frac_bits_B - 1];
                       end
               end
             always @ (posedge clk ) begin
                if(rst) begin
                   int_bits_outI <= 0;
                  end else begin
                     if(int_bits_out  >= intL + 1 ) begin
                         int_bits_outI <= {{(int_bits_out - intL){sign}} , tempprod[int_bits_out  + fracL : fracL]};
                     end else begin
                       if(int_bits_out == 1 ) begin
                          int_bits_outI <= tempprod[intL + fracL - 1];
                        end else begin
                          int_bits_outI <= {sign , tempprod[int_bits_out  + fracL - 1 : fracL]};
                        end
                      end
                    end
              end
               always @ (posedge clk) begin
                  if (rst) begin
                    overflow <= 0;
                      end else begin
                         if (intL >= int_bits_out) begin
                            if (tempprod[intL + fracL]) begin
                        overflow <= (~&tempprod[intL + fracL : fracL + int_bits_out - 1] != tempprod[intL + fracL]);
                        end else begin
                        overflow <= (|tempprod[intL + fracL - 1 : fracL + int_bits_out - 1]);
                      end
                  end else begin 
                overflow <= 0;
               end
              end
             end
           always @ (posedge clk) begin
               if (rst) begin
                  underflow <= 0;
              end else begin
                  if (frac_bits_out == fracL) begin
                   underflow <= 0;
                 end else begin
                   underflow <= |tempprod[fracL - frac_bits_out - 1 : 0];
                end
               end
            end
             assign product = {frac_bits_outF  , int_bits_outI};
endmodule
==> flow_metrics.py <==
# Auto-generated metrics
metrics = {
    "status": {
        "run_status": "complete, no violations",
    },
    "floorplan": {
        "die_h_um": 179,
        "fp_util": 0.409,
        "fp.dieW_um": 179,
        "die-area_mm2": 0.0320,
        "design.core.area_mm2": 0.0307,
        "ios": 72,
        "num_rows": 64,
    },
    "flow_run": {
        "stage_log_warnings": 25,
        "maxCapViolCount": 0,
    },
    "clock_network": {
        "cts_made_buffers": 9,
        "post_cts_buffers": 0,
        "maximum_number_of_buffers_from_clock_root_to_sink": 2,
        "post_cts_resize_count": 0,
        "clock_tree.root_cell": "clkbuf_16",
        "htree_num_levels": 3,
        "clkSinkCount": 68,
        "tritoncts": "done",
        "path_clk_slew_ns": 0.05,
        "cts_hold_buffers": 0,
        "clock_insertion_delay_worst_skew_ns": 0.32,
    },
    "synthesis": {
        "ys_sh_xor": 0.0224,
        "ys_types": 45,
        "synth-seq-area-share": 0.109,
        "ys.warnings.count": 1,
        "synth.comb.largest_family": "adder cells",
        "synth-seq-cells": 68,
        "synthTopCellsByArea": "fa_1 47%, dfxtp_1 11%, inv_1 9.1%",
        "area_of_the_mapped_netlist_mm2": 0.0125,
        "yosys.area.top_type_share": 0.473,
        "synth.yosys.num_cells": 1315,
        "avgSynthCellArea_um2": 9.53,
        "synth_top_cell_by_area": "fa_1",
        "ys_sh_simple": 0.160,
        "synth_compound_gate_area_share": 0.0439,
        "synthesis.instances": 1315,
        "post_synth_fa_ha_maj_area_fraction": 0.558,
        "yosys-stat-area_mm2": 0.0125,
        "mux_share_of_area": 0.000899,
    },
    "worst_setup_path": {
        "critical_path_buf_inv_count": 5,
        "cp_slowest_cell": "clkdlybuf4s50_1",
        "worst_ep_required_time_ns": 11.11,
        "timing.critical_path.arrival_ns": 8.90,
        "critical_path_class": "input pin to flip-flop",
        "crit_path_max_fanout": 17,
        "endpoint_kind": "flip-flop",
        "crit_path_max_incr_delay_ns": 0.81,
        "timing.critical_path.cells": "clkdlybuf4s50_1 > nand2_1 > inv_1 > fa_1 > fa_1 > fa_1 > fa_1 > fa_1 > inv_1 > fa_1 > inv_1 > ha_1 > a211o_1 > a211o_1 > o32ai_1 > inv_1 > nand3_1 > o211ai_1 > a221oi_1 > mux2_1",
        "worst_path_dominant_cell_family": "adder cells",
        "crit_top_cell": "fa_1",
        "critical_path.startpoint_type": "input pin",
    },
    "routing": {
        "ant_nets": 0,
        "first_pass_iters": 5,
        "drt_drc_violations_left": 0,
        "total_routed_length_um": 25700,
        "vias": 8450,
        "detail_route.vias_per_cell": 4.81,
        "detailedRoute.firstIterationViolations": 268,
        "routed_length_per_placed_instance_um": 14.6,
        "diodes": 0,
    },
    "grt": {
        "first_global_vias": 9507,
        "grt_overflow": 0,
        "grt_first_pass_wirelength_um": 45500,
        "grt_antenna_before_repair": 0,
        "grt_start_max_net_pins": 71,
        "track_usage": 0.196,
    },
    "finish": {
        "area_delta_synth_final_pct": 10.7,
        "fillCellCount": 2949,
        "post_layout_nonfiller_instances": 1757,
        "layout.cells.most_common_list": "304 x inv_1, 296 x fa_1, 146 x and2_1",
        "postLayoutCellArea_mm2": 0.0139,
        "drive_above_1_share": 0.0228,
        "most_numerous_logic_cell_after_layout": "inv_1",
        "post-route-util": 0.452,
    },
    "worst_hold_path": {
        "worstHoldPathType": "flip-flop to flip-flop",
    },
    "final_timing": {
        "fin_tns_setup_ns": 0,
        "hold_viol_final": 0,
        "setup_viol": 0,
        "tightest_slew_ns": 0.770,
        "fmax_ghz": 0.115,
        "slew_viol_final": 0,
        "grt_setup_unrepaired": "no",
        "worst_max_slew_margin_expressed_relative_to_the_limit": 0.485,
        "post-route-period-util": 0.797,
        "setup_ws_ns": 2.21,
        "timing.final.crit_period_ns": 8.69,
        "whs_ns": 0.431,
        "skew_ns": 0.00207,
    },
    "placement": {
        "buffer_ports.inserted": 70,
        "pre_cts_setup_slack_ns": 1.92,
        "placed_cells": 1741,
        "placed_area_mm2": 0.0136,
        "gpl.final_weighted_congestion": 0.893,
        "dp.final_hpwl_um": 21400,
    },
}
[registers in the layout (all words and copies together) (netlist names)]
signal,count
frac_bits_outF,28
tempprod,34
int_bits_outI,6
[cell type report]
type,instances,area (um2),area share
clock inverters,7,52.6,0.00379
clock buffers,9,225,0.0162
multi-input cells,896,9840,0.710
inverters,304,1140,0.0823
well taps,396,495,0.0357
repair buffers,77,748,0.0540
flip-flops and latches,68,1360,0.0982
[kinds of logic after synthesis]
group | count (synthesis)
and+or+nand+nor | 397
xor gates and xnor gates | 32
other | 1
adders and majority gates | 381
DFF | 68
buffers and inverters | 351
AOI/OAI and AO/OA | 84
muxes | 1
[routing by layer]
layer | wire length (um) | up-vias | global-route usage
li1 | - | 3914 | -
met1 | 10000 | 4309 | 0.253
met2 | 13900 | 197 | 0.354
met3 | 1200 | 30 | 0.0376
met4 | 546 | 0 | 0.0339
met5 | 0 | - | 0
[synth_stat cells, drive strengths merged]
master	instances
inv	304
fa	296
and2	146
nand2	135
ha	85
dfxtp	68
nor2	50
clkbuf	42
nor2b	41
a21oi	29
o21ai	19
xnor2	19
xor2	13
nand2b	7
a21o	6
nor3	6
o211ai	6
buf	5
a211oi	4
nand3	4
a31oi	3
and3	3
o21a	3
a211o	2
a221oi	2
nand4	2
o21bai	2
o31a	2
a2111oi	1
a21boi	1
a41o	1
a41oi	1
conb	1
mux2	1
nor3b	1
o221a	1
o32ai	1
or2	1
or3	1
[final timing paths]
kind                      from                 end  slack (ns)  depth (start not counted)
hold / removal    tempprod[13]  frac_bits_outF[13]        0.43                          1
setup / recovery          B[2]        tempprod[32]        2.21                         20
setup reg to reg  tempprod[32]    int_bits_outI[4]       10.33                          1
hold reg to reg   tempprod[13]  frac_bits_outF[13]        0.43                          1
